==> flow/design.v <==
`timescale 1ns / 1ps
module Asychrouns_fifo
#(
parameter fifo_depth  = 32 ,     
parameter fifo_width  = 8,       
parameter add_width = $clog2(fifo_depth)  
)
(
input                                                                               rst_n,
input                                                                             w_clk,
input   [fifo_width - 1 : 0]                                     w_data,
input                                                                             w_en,
output                                                                          w_almost_full,
input                                                                                r_clk,
output             [fifo_width - 1 : 0]                          r_data,
input                                                                                r_en,
output                                                                             r_almost_empty,
 output           [add_width : 0]                                                         d1_w   ,d2_r,
 output           [fifo_width - 1:0]                       f1,f2,f3,f4,f5
    );
    reg [add_width : 0] w_ptr = 0;  
    reg [add_width: 0 ] r_ptr  = 0;
    wire [add_width: 0] w_ptr_gray ;
    wire [add_width:0]  r_ptr_gray ;
    assign w_ptr_gray = (w_ptr >> 1 ) ^ w_ptr;
    assign r_ptr_gray   = (r_ptr  >> 1)  ^ r_ptr;
       assign  d1_w = w_ptr_gray;
    reg [add_width : 0] r2w_1,r2w_2 = 0;
       assign  d2_r = r2w_2;
  always@(posedge w_clk or negedge rst_n)begin
                      if(~rst_n)begin
                                        {r2w_2, r2w_1} <= 0;
                       end
                       else begin
                                        {r2w_2,r2w_1} <= {r2w_1,r_ptr_gray};
                       end      
  end
      reg [add_width : 0] w2r_1,w2r_2 = 0;
always @(posedge r_clk or negedge rst_n)begin
                       if (!rst_n )begin
                                    {w2r_2,w2r_1} <= 0;
                          end
                         else begin
                                    {w2r_2,w2r_1} <= {w2r_1,w_ptr_gray} ;
                         end
end
    always @(posedge w_clk or negedge rst_n)begin
                    if(!rst_n)begin
                                    w_ptr <= 0;
                    end
                    else if (w_en && ! w_almost_full)begin
                                    w_ptr <= w_ptr + 5'b00001;
                    end
    end
      always @(posedge r_clk or negedge rst_n)begin
                    if(!rst_n)begin
                                    r_ptr <= 0;
                    end
                    else if (r_en &&! r_almost_empty)begin
                                    r_ptr <= r_ptr +5'b00001;
                    end
    end
    assign r_almost_empty = (w2r_2 == r_ptr_gray)?   1'b1:1'b0;
   assign w_almost_full = ((r2w_2[add_width] != w_ptr_gray[add_width]) &
                                                        (r2w_2[add_width-1] != w_ptr_gray[add_width-1])&
                                                       (r2w_2[add_width - 2 :0] == w_ptr_gray[add_width -2:0 ]))?                                 1'b1:1'b0;    
   reg [fifo_width - 1: 0 ] RAM [0:fifo_depth - 1] ;
   initial begin
   $readmemb("test.mem",RAM);
end
   always@(posedge w_clk)begin
                if (w_en && ! w_almost_full)begin
                            RAM[w_ptr[add_width - 1: 0]] <= w_data;
                end
   end
assign r_data = RAM[r_ptr[add_width - 1: 0]];
   assign f1 = RAM[0];
      assign f2 = RAM[1];
         assign f3 = RAM[2];
            assign f4 = RAM[3];
               assign f5 = RAM[4];
   endmodule
==> flow/run.sh <==
#!/bin/bash
# OpenROAD 26Q1-2900-gdf79404cd8, Yosys 0.63+post, stock flow scripts
make -C /OpenROAD-flow-scripts/flow DESIGN_CONFIG=/design/flow/config.mk WORK_HOME=/design/flow/orfs finish
==> flow/config.mk <==
export PLATFORM = sky130hd
export DESIGN_NAME = Asychrouns_fifo
export DESIGN_NICKNAME = Asychrouns_fifo
export VERILOG_FILES = /design/flow/design.v
export SDC_FILE = /design/flow/constraint.sdc
export NUM_CORES = 4
export LEC_CHECK = 1
export CORE_UTILIZATION = 30
export SYNTH_HDL_FRONTEND = slang
==> flow/constraint.sdc <==
current_design Asychrouns_fifo

set clk_period 5.5
set clk_io_pct 0.2

create_clock -name clk0 -period $clk_period [get_ports {r_clk}]
create_clock -name clk1 -period $clk_period [get_ports {w_clk}]

set non_clock_inputs [all_inputs -no_clocks]
set_input_delay [expr $clk_period * $clk_io_pct] -clock clk0 $non_clock_inputs
set_output_delay [expr $clk_period * $clk_io_pct] -clock clk0 [all_outputs]
==> run notes <==
impl run done, here's what came out: CP top delay family=multiplexers, Clock Skew=0.0187 ns, worst-path cell chain=buf_4 > mux4_2 > mux4_2 > mux2_2 > clkdlybuf4s50_1, Mapped Area=11400 µm², synthesis area per yosys=11400 µm², min-delay worst type=register to register, Internal Pwr Total=5210 µW, tool warning count=32, Routed WL=24600 µm, WP data required=4.40 ns, power density over cell area=521 nW/µm², area of the core=37000 µm², WS Path Type=register to output port, chip width=197 µm, Layout area overhead=22.2%, Mapped Cells=511, IO Port Bufs=73, sequential fraction of the synthesis area=75.5%, combinational share of power=29.7%, Top cells by area=edfxtp_1, mux4_2, dfrtp_1, CP peak stage delay=0.86 ns, CTS tree=done, Most common cell on crit path=mux4_2, Reg area=8590 µm², dpl hpwl=16000 µm, Antenna Violating Nets Remaining=0, Leak=0.00450 µW, sequential share of power=40.4%, slew margin rel.=26.4%, switching share of power=28.0%, post-placement worst setup slack=1.33 ns, ys cells=511, fp util=30.8%, clock network power share=29.8%, hold buffers post-CTS=0, CP max FO=34, post-synthesis average cell area=22.2 µm², Slew @ Worst Pin=1.10 ns, Post-Place Cells=1089, share of layout cells above drive strength 1=26.1%, Core Rows=70, Crit path buffers/inverters=2, Final Setup Violations=0, Final Max Slew Viols=0, residual DRC count=0, remaining global-route overflow=0, arrival time of the worst setup path=3.30 ns, Non-Filler Instances=1145, Antenna Cells=0, total die area=38700 µm², Psw=2030 µW, Area leader share=67.6%, setup tns final=0 ns, Reg2Reg Depth=5, hold depth=0, RSZ-0062 raised after global routing=false, DR WL/cell=21.5 µm, max-cap check violation count=0, Unique cell types=28, detailed-router iteration count before antenna repair=4, gpl congestion=0.856, Clock transition at path regs=0.06 ns, hold violation count in the final report=0, Setup crit end kind=output port, initial antenna violation count=0, initial drt markers=292, slowest stage cell, crit path=dfrtp_4, Ports=75, outcome=finished, final reports clean, Tot Pwr=7230 µW, leading area contributor after synthesis=edfxtp_1, yosys warns=0, Via density=4.78, Setup Fix Bufs, Post-CTS=0, Gate Area=2640 µm², first-pass GRT wire length=37200 µm, maximum VDD drop=0.000319 V, die span in y=197 µm, final worst slack=1.10 ns, instance count on the critical path=5, vias in the first global route=6125, Critical Path Start Type=register, fillers=3285, via count=5477, Yosys reg bits=292, largest net degree at the start of global routing=37, Clock Sinks=292, Total GRT Usage=14.1%, post-cts sizing count=0
final timing paths:
| check | from | to | slack (ns) |
|---|---|---|---|
| hold / removal | r_ptr[5] | r2w_1[5] | 0.23 |
| min in group asynchronous | rst_n | w_ptr[2] | 0.63 |
| setup / recovery | r_ptr[0] | r_data[2] | 1.10 |
| setup reg to reg | w_ptr[2] | RAM[19][5] | 2.48 |
| max in group asynchronous | rst_n | r_ptr[0] | 4.01 |
| max in group clk1 | w_ptr[2] | RAM[19][5] | 2.48 |
| hold reg to reg | r_ptr[5] | r2w_1[5] | 0.23 |
| min in group clk0 | w2r_1[1] | w2r_2[1] | 0.35 |
cells by family (layout without fill, tap and decap cells):
kind of cell	Yosys count	in the layout	share of synthesized area [%]
compound gates	13	13	0.946
flops	292	292	75.5
simple gates	50	50	1.87
fa+ha+maj	14	14	1.54
mux	90	90	16.8
buf+inv	28	158	1.28
xor+xnor	24	24	1.98
cell type report:
class                           instances  area share [%]
Sequential cell                       292            61.9
Multi-Input combinational cell        191            19.0
Timing Repair Buffer                   98            6.67
Clock buffer                           35            5.77
Tap cell                              504            4.54
Clock inverter                         21            2.08
Inverter                                4           0.108
flip-flops by register name, indices dropped and copies added, names as in the netlist:
register	count
RAM	256
d2_r	6
r2w_1	6
r_ptr	6
w2r_1	6
w2r_2	6
w_ptr	6
per-stage QoR:
stage          util (%)  hold slack, ns  area (µm²)
2_1_floorplan         -           0.331       11400
3_3_place_gp       34.6           0.335       12800
5_1_grt            37.6           0.225       13900
6_report           37.6           0.229       13900
4_1_cts            37.6           0.218       13900
3_5_place_dp       34.6           0.335       12800
cells in the mapped netlist:
cell	count
and2_1	2
o311ai_0	4
xor3_1	1
buf_1	4
o2111ai_1	2
buf_4	1
o21ai_0	1
o211ai_1	4
buf_6	4
o31ai_1	1
xor2_1	4
nand4_1	1
o211ai_2	1
dfrtp_1	36
nand2_1	6
edfxtp_1	256
inv_1	4
and3_1	2
nand3_1	1
mux4_2	80
xnor2_1	19
buf_2	5
nand2b_1	4
clkbuf_1	10
mux2_2	10
nor2_1	33
nor3_1	1
ha_1	14
placed cells by master, fill, tap and decap left out, drive strengths merged, types with 2 or more instances in the layout:
cell type,instances
buf,26
nand2,6
dfrtp,36
xnor2,19
ha,14
clkbuf,35
mux2,10
bufinv,6
mux4,80
o211ai,5
and2,2
clkdlybuf4s50,72
nand2b,4
edfxtp,256
and3,2
inv,4
o311ai,4
clkinvlp,3
xor2,4
clkinv,12
o2111ai,2
nor2,33
metal layers:
metal | global-route usage [%] | part of all wire [%] | routed length, µm
met4 | 2.87 | 2.4 | 600
met1 | 17.0 | 35 | 8710
met2 | 21.3 | 46 | 11400
met3 | 9.83 | 16 | 3840
met5 | 0 | 0 | 0
power groups by stage:
stage | sequential, µW | clock [µW] | combinational (µW)
after CTS | 2940 | 2190 | 2190
after global routing | 2970 | 2290 | 2340
final | 2920 | 2160 | 2150
Power is estimated from default activity; no workload was simulated.
